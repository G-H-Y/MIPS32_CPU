**./design.v**
```verilog
`timescale 1ns / 1ps
module SynRegFile(
    clk, rst_n, en, w_en, req_dbg, req_w, req_a, req_b, data_w,
	data_dbg, data_a, data_b
);
    input clk;
    input rst_n;
    input en;
    input w_en;
    input [4:0] req_dbg;
    input [4:0] req_w;
    input [4:0] req_a;
    input [4:0] req_b;
    input [31:0] data_w;
    output [31:0] data_dbg;
    output [31:0] data_a;
    output [31:0] data_b;
    reg [31:0] regs[31:1];
    assign data_dbg = req_dbg == 0 ? 32'd0 : regs[req_dbg];
    assign data_a = req_a == 0 ? 32'd0 : regs[req_a];
    assign data_b = req_b == 0 ? 32'd0 : regs[req_b];
    always @(negedge clk) begin
        if (en && w_en && req_w != 5'd0)
            regs[req_w] <= data_w;
    end
endmodule
```
**./run.sh**
```bash
#!/bin/bash
# OpenROAD 26Q1-2900-gdf79404cd8, Yosys 0.63+post, stock flow scripts
make -C /OpenROAD-flow-scripts/flow DESIGN_CONFIG=/design/flow/config.mk WORK_HOME=/design/flow/orfs finish
```
**./config.mk**
```make
export PLATFORM = sky130hd
export DESIGN_NAME = SynRegFile
export DESIGN_NICKNAME = SynRegFile
export VERILOG_FILES = /design/flow/design.v
export SDC_FILE = /design/flow/constraint.sdc
export NUM_CORES = 4
export LEC_CHECK = 1
export CORE_UTILIZATION = 50
```
**./constraint.sdc**
```tcl
current_design SynRegFile

set clk_period 10.0
set clk_io_pct 0.2

create_clock -name clk0 -period $clk_period [get_ports {clk}]

set non_clock_inputs [all_inputs -no_clocks]
set_input_delay [expr $clk_period * $clk_io_pct] -clock clk0 $non_clock_inputs
set_output_delay [expr $clk_period * $clk_io_pct] -clock clk0 [all_outputs]
```
==> results.txt <==
Implementation run completed; key figures follow.

Run status:
- The run finished with clean final reports.

Setup path:
- The run gives the end of the critical path as data_dbg[31].
- The worst setup path is captured at an output pin.
- For the worst setup path, the data required time is 8.00 ns.
- The worst setup path is launched from a flip-flop.
- The run gives the start point of the critical path as regs[13][31].
- The run gives the critical path buffer and inverter count as 1.
- The run gives the maximum cell stage delay along the critical path as 0.54 ns.
- The run gives the top cell family by delay on the critical path as AND-OR/OR-AND gates.
- The run gives the cell depth of the worst setup path as 5.
- Per the STA report, the cell with the highest stage delay on the worst path is sky130_fd_sc_hd__clkdlybuf4s50_1.
- The run gives the kind of critical path as reg2out.
- The run puts the maximum fanout along the worst path at 3.
- The run gives the data arrival time of the critical path as 7.94 ns.
- The signal on the critical path passes through mux4_2 -> a22o_1 -> o21ai_1 -> o221ai_1 -> clkdlybuf4s50_1.

CTS:
- In this run the deepest clock path goes through 3 buffers.
- The run gives the clock-pin transition on the worst setup and hold timing paths as 0.03 ns.
- Clock tree synthesis inserted a total of 111 buffers.
- The run gives the number of sinks driven by the clock tree as 992.
- The run gives the master cell of the clock root buffer as sky130_fd_sc_hd__clkbuf_16.
- TritonCTS built the clock tree.
- The run puts the H-tree depth reported by CTS at 3.

Die:
- The run puts the count of standard-cell rows at 119.
- At the floorplan stage, the core utilization is reported as 0.507.
- The run puts the core area at 106000 um2.
- From bottom edge to top edge, the die measures 330 um.
- The overall die size recorded for this design is 109000 um2.
- From left edge to right edge, the die measures 330 um.
- For this design the top-level I/O count stands at 152.

Finish:
- The run gives the area added between synthesis and finish as 21.7%.
- The largest register by flop count is regs.
- After routing the design area is 65500 um2.
- The register with the most flip-flops in the layout has 992 of them.
- The largest registers in the layout are regs x992.
- The count of cells in the finished layout, fillers not included, comes to 5687.
- Per the layout report, the design carries 7480 filler cells.
- The run puts the share of cells above drive strength 1 at 0.276.
- The run puts the area used by sequential logic in the layout at 29800 um2.
- Summing all multi-input logic gate instances after layout gives 23100 um2.

Flow run:
- Per the run summary, max-cap violations total 0.
- In this run the tools logged warnings totalling 1018.

Logic synthesis:
- sky130_fd_sc_hd__edfxtp_1 takes more of the synthesized area than any other cell.
- The run gives the synthesized area as 53800 um2.
- Yosys stat counts 3066 cells in the synthesized netlist.
- Among all cell types in the netlist, the one instantiated most often is sky130_fd_sc_hd__edfxtp_1.
- The run puts the synthesized netlist cell count at 3066.
- The run gives the average cell area after synthesis as 17.5 um2.
- The run puts the top cell type's share of synthesized area at 0.554.
- The run gives the dominant register cell in the synthesized netlist as sky130_fd_sc_hd__edfxtp_1.
- Yosys reports that the most numerous cell types are sky130_fd_sc_hd__edfxtp_1, sky130_fd_sc_hd__mux4_2, sky130_fd_sc_hd__mux2i_1, sky130_fd_sc_hd__nor2_1, sky130_fd_sc_hd__a21oi_1.
- Yosys reported that registers with async set or reset make up 0.
- The synthesis report lists the most area-consuming cells as sky130_fd_sc_hd__edfxtp_1, sky130_fd_sc_hd__mux4_2, sky130_fd_sc_hd__mux2i_1.
- The run puts the number of distinct standard cells referenced by the synthesized netlist at 44.
- The run puts the yosys synthesis warning count at 1.
- The run puts the register bit count reported by yosys at 992.
- The run gives the count of library flops with an enable pin as 992.
- The run gives the sequential fraction of the synthesis area as 0.554.
- The run gives the synthesis area per yosys as 53800 um2.

Global routing:
- The run puts the combined global-route utilization of all metal layers at 0.396.
- The run puts the pin count of the biggest net entering global routing at 78.
- The number of antenna violations at the first check in global routing is 3.
- The run gives the first-pass GRT wire length as 268 mm.
- The run gives the number of global-route vias before repair as 42700.
- Global routing finished with a remaining overflow of 0.

Final timing:
- Setup repair after global routing left no endpoint under its margin.
- The run puts the measured slew at the worst slew-check pin at 0.947 ns.
- After layout, the worst setup slack is 0.0567 ns.
- Counting endpoints that fail hold in the final report gives 0.
- The run puts the final sum of negative setup slack at 0 ns.
- The run puts the number of endpoints failing setup at the final stage at 0.
- The run gives the count of pins over their slew limit as 0.
- The run gives the headroom to the max-slew limit as 0.367.

Place:
- The run puts the number of placed instances with taps included at 4488.
- The run gives the number of input and output port buffers inserted as 150.
- The placement summary gives the final routability congestion estimate as 0.935.
- Per the detailed placement report, the placed cell area equals 57700 um2.
- The run puts the post-place setup slack at 0.594 ns.
- The run puts the detailed placer's ending HPWL at 107 mm.

Power and ir drop:
- The run gives the power share of the sequential group as 0.397.
- The run gives the leakage power figure as 25.3 nW.
- Summed over all nets, the switching power comes to 0.00332 W.
- The flow reported a cell area power density of 179 nW/um2.
- The run puts the clock share of power at 0.503.
- The run gives the internal power contribution as 0.00841 W.
- The run gives the maximum vdd ir drop as 0.183 mV.
- The power report attributes to the combinational group a share of 0.099.
- The run puts the switching power as a share of total power at 0.283.
- The run puts the total chip power at 0.0117 W.

Drt:
- The run gives the violation count after the first detailed-routing iteration as 2398.
- The run gives the post-route DRC violation count as 0.
- The run puts the number of inserted diodes at 0.
- The run gives the total via count in the routed design as 37400.
- The run puts the routed wire length at 189 mm.
- The run gives the post-route antenna net violation count as 0.
- The run puts the detailed-route vias per instance at 6.58.
- The run puts the average routed wire per standard cell at 33.2 um.
- The first detailed-routing pass took 6 iterations.

Worst hold path:
- The path class of the tightest hold or removal check is in2out.
cell usage in the layout (no fill, tap or decap), types with 16 or more instances in the layout:
master                            instances
sky130_fd_sc_hd__o221ai_1                32
sky130_fd_sc_hd__buf_12                  27
sky130_fd_sc_hd__o22ai_1                 31
sky130_fd_sc_hd__nand2b_1                26
sky130_fd_sc_hd__a22oi_1                 75
sky130_fd_sc_hd__a221oi_1                31
sky130_fd_sc_hd__a21oi_1                126
sky130_fd_sc_hd__clkbuf_16              115
sky130_fd_sc_hd__edfxtp_1               992
sky130_fd_sc_hd__mux2_2                 126
sky130_fd_sc_hd__nand3_1                 28
sky130_fd_sc_hd__buf_4                  137
sky130_fd_sc_hd__bufinv_16               25
sky130_fd_sc_hd__clkdlybuf4s50_1        139
sky130_fd_sc_hd__nor2_1                 105
sky130_fd_sc_hd__inv_4                   16
sky130_fd_sc_hd__a21o_1                  25
sky130_fd_sc_hd__inv_1                 1016
sky130_fd_sc_hd__clkinvlp_2              23
sky130_fd_sc_hd__mux2i_1                237
sky130_fd_sc_hd__nor2_4                  33
sky130_fd_sc_hd__mux4_2                 629
sky130_fd_sc_hd__o21ai_1                 64
sky130_fd_sc_hd__nand2_1                 63
sky130_fd_sc_hd__a22o_1                  76
per-stage QoR:
stage	utilization	hold slack (ns)
CTS	0.617	4.96
floorplan	-	4.09
global placement	0.544	4.96
global route	0.618	5.04
detailed placement	0.544	4.95
finish	0.618	4.97
routing by layer:
layer | track usage | vias up | part of all wire
met5 | 0.0409 | - | 0.0030
met4 | 0.198 | 18 | 0.053
met3 | 0.371 | 575 | 0.20
met2 | 0.516 | 3301 | 0.45
met1 | 0.431 | 18000 | 0.29
li1 | - | 15500 | -
worst min path at each step:
stage / from / endpoint / slack (ns) / depth (start not counted)
final: req_b[2] / data_b[12] / 4.97 / 4
after global routing: req_b[2] / data_b[12] / 5.04 / 4
after CTS: req_b[2] / data_b[12] / 4.96 / 4
logic make-up (layout without fill, tap and decap cells):
kind of cell / Yosys count / after routing / synth area share
multiplexers: 993 / 993 / 0.334
flip-flops: 992 / 992 / 0.554
AND/OR/NAND/NOR: 297 / 297 / 0.0252
AND-OR/OR-AND: 500 / 500 / 0.0632
buffers and inverters: 284 / 1514 / 0.0237
layout make-up:
cell class              count  area share
clock buffers             115      0.0440
clock inverters          1085      0.0737
inverters                   1   0.0000573
multi-input cells        1790       0.354
flip-flops and latches    992       0.455
well taps                1391      0.0266
repair buffers            313      0.0472
power groups by stage:
stage	logic, W	clock network [W]	registers, W
finish	0.00117	0.00590	0.00466
global route	0.00123	0.00653	0.00465
CTS	0.00115	0.00607	0.00466
tightest hold or removal path: stages:
cell                              delay, ns
sky130_fd_sc_hd__buf_4                 0.19
sky130_fd_sc_hd__a21oi_1               0.26
sky130_fd_sc_hd__nor2_1                0.11
sky130_fd_sc_hd__clkdlybuf4s50_1       0.40
repair_timing:
item,CTS,global route
buffers inserted,0,0
hold buffers,0,0
gates resized,6,15
endpoints found under the setup margin,6,14
Power figures rest on the tool's default switching activity, not on a simulated workload.
