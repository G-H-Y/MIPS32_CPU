[./design.v]
module Pipline_ID_EX(
    input clk, rst_n,
    input load_use,
    input predict_fail,
    input en,
    input [25:0] imm26,
	input [4:0] shamt,
    input [31:0] ext_out_sign, ext_out_zero,
    input [3 - 1:0] wtg_op,
    input [4 - 1:0] alu_op,
    input [2 - 1:0] mux_alu_data_y,
    input [3 - 1:0] datamem_op,
	input datamem_w_en,
    input syscall_en,
    input [4:0] regfile_req_w,
    input regfile_w_en,
    input [2 - 1:0] mux_regfile_data_w,
    input [31:0] regfile_data_a, regfile_data_b,
    input [31:0] pc_4_if_id,
    input memtoreg,
    input jal,
    input redirect_regA_ex_dm, redirect_regA_dm_wb,
    input redirect_regB_ex_dm, redirect_regB_dm_wb,
    input [31:0] pc_predict_if_id,
    input [1:0] binary_predict_if_id,
    output reg [25:0] imm26_id_ex,
	output reg [4:0] shamt_id_ex,	
	output reg [31:0] ext_out_sign_id_ex,ext_out_zero_id_ex,	
	output reg [3 - 1:0] wtg_op_id_ex,       
    output reg [4 - 1:0] alu_op_id_ex,    
    output reg [2 - 1:0] mux_alu_data_y_id_ex,    
    output reg [3 - 1:0] datamem_op_id_ex,    
    output reg datamem_w_en_id_ex,    
    output reg syscall_en_id_ex,    
    output reg [4:0] regfile_req_w_id_ex,
    output reg regfile_w_en_id_ex,   
    output reg [2 - 1:0] mux_regfile_data_w_id_ex,    
    output reg [31:0] regfile_data_a_id_ex, regfile_data_b_id_ex,
    output reg [31:0] pc_4_id_ex,
    output reg memtoreg_id_ex,
    output reg jal_id_ex,
    output reg redirect_regA_ex_dm_id_ex, redirect_regA_dm_wb_id_ex,
    output reg redirect_regB_ex_dm_id_ex, redirect_regB_dm_wb_id_ex,
    output reg [31:0] pc_predict_id_ex,
    output reg [1:0] binary_predict_id_ex
	);
    initial begin
        imm26_id_ex <= 0;
    	shamt_id_ex <= 0;	
	    ext_out_sign_id_ex<=0;
	    ext_out_zero_id_ex<=0;	
	    wtg_op_id_ex<=0;     
        alu_op_id_ex<=0;    
        mux_alu_data_y_id_ex<=0;    
        datamem_op_id_ex<=0;    
        datamem_w_en_id_ex<=0;   
        syscall_en_id_ex<=0;    
        regfile_req_w_id_ex<=0; 
        regfile_w_en_id_ex <= 0;  
        mux_regfile_data_w_id_ex<=0;    
        regfile_data_a_id_ex<=0;
        regfile_data_b_id_ex<=0;
        memtoreg_id_ex <= 0;
        pc_4_id_ex <= 0;
        jal_id_ex <= 0;
        redirect_regA_ex_dm_id_ex <= 0; 
        redirect_regA_dm_wb_id_ex <= 0;
        redirect_regB_ex_dm_id_ex <= 0;
        redirect_regB_dm_wb_id_ex <= 0;
        pc_predict_id_ex <= 0;
        binary_predict_id_ex <= 0;
    end
    always @(posedge clk or negedge rst_n) begin
    	if (!rst_n ) begin
    		imm26_id_ex <= 0;
    		shamt_id_ex <= 0;	
	    	ext_out_sign_id_ex<=0;
	    	ext_out_zero_id_ex<=0;	
	    	wtg_op_id_ex<=0;     
        	alu_op_id_ex<=0;    
        	mux_alu_data_y_id_ex<=0;    
        	datamem_op_id_ex<=0;    
        	datamem_w_en_id_ex<=0;   
        	syscall_en_id_ex<=0;    
        	regfile_req_w_id_ex<=0;
            regfile_w_en_id_ex <= 0;   
        	mux_regfile_data_w_id_ex<=0;    
        	regfile_data_a_id_ex<=0;
        	regfile_data_b_id_ex<=0;
            memtoreg_id_ex <= 0;
            pc_4_id_ex <= 0;
            jal_id_ex <= 0;
            redirect_regA_ex_dm_id_ex <= 0; 
            redirect_regA_dm_wb_id_ex <= 0;
            redirect_regB_ex_dm_id_ex <= 0;
            redirect_regB_dm_wb_id_ex <= 0;
            pc_predict_id_ex <= 0;
            binary_predict_id_ex <= 0;    		
    	end
        else if(predict_fail ||load_use) begin
            imm26_id_ex <= 0;
            shamt_id_ex <= 0;   
            ext_out_sign_id_ex<=0;
            ext_out_zero_id_ex<=0;  
            wtg_op_id_ex<=0;     
            alu_op_id_ex<=0;    
            mux_alu_data_y_id_ex<=0;    
            datamem_op_id_ex<=0;    
            datamem_w_en_id_ex<=0;   
            syscall_en_id_ex<=0;    
            regfile_req_w_id_ex<=0;
            regfile_w_en_id_ex <= 0;   
            mux_regfile_data_w_id_ex<=0;    
            regfile_data_a_id_ex<=0;
            regfile_data_b_id_ex<=0;
            memtoreg_id_ex <= 0;
            pc_4_id_ex <= 0;
            jal_id_ex <= 0;
            redirect_regA_ex_dm_id_ex <= 0; 
            redirect_regA_dm_wb_id_ex <= 0;
            redirect_regB_ex_dm_id_ex <= 0;
            redirect_regB_dm_wb_id_ex <= 0;
            pc_predict_id_ex <= 0;
            binary_predict_id_ex <= 0;     
        end
    	else if (en)begin
    	    imm26_id_ex <= imm26;
    		shamt_id_ex <= shamt;	
	    	ext_out_sign_id_ex <= ext_out_sign;
	    	ext_out_zero_id_ex<= ext_out_zero;	
	    	wtg_op_id_ex<=wtg_op;     
        	alu_op_id_ex<=alu_op;    
        	mux_alu_data_y_id_ex<= mux_alu_data_y;    
        	datamem_op_id_ex<=datamem_op;    
        	datamem_w_en_id_ex<=datamem_w_en;   
        	syscall_en_id_ex<=syscall_en;    
        	regfile_req_w_id_ex<=regfile_req_w;
            regfile_w_en_id_ex <= regfile_w_en;   
        	mux_regfile_data_w_id_ex<=mux_regfile_data_w;    
        	regfile_data_a_id_ex<=regfile_data_a;
        	regfile_data_b_id_ex<=regfile_data_b;
            memtoreg_id_ex <= memtoreg;
            pc_4_id_ex <= pc_4_if_id;
            jal_id_ex <= jal;
            redirect_regA_ex_dm_id_ex <= redirect_regA_ex_dm; 
            redirect_regA_dm_wb_id_ex <= redirect_regA_dm_wb;
            redirect_regB_ex_dm_id_ex <= redirect_regB_ex_dm;
            redirect_regB_dm_wb_id_ex <= redirect_regB_dm_wb;
            pc_predict_id_ex <= pc_predict_if_id;
            binary_predict_id_ex <= binary_predict_if_id;
    	end
        else begin
            imm26_id_ex <= imm26_id_ex;
            shamt_id_ex <= shamt_id_ex;   
            ext_out_sign_id_ex <= ext_out_sign_id_ex;
            ext_out_zero_id_ex<= ext_out_zero_id_ex;  
            wtg_op_id_ex<=wtg_op_id_ex;     
            alu_op_id_ex<=alu_op_id_ex;    
            mux_alu_data_y_id_ex<= mux_alu_data_y_id_ex;    
            datamem_op_id_ex<=datamem_op_id_ex;    
            datamem_w_en_id_ex<=datamem_w_en_id_ex;   
            syscall_en_id_ex<=syscall_en_id_ex;    
            regfile_req_w_id_ex<=regfile_req_w_id_ex;
            regfile_w_en_id_ex <= regfile_w_en_id_ex;   
            mux_regfile_data_w_id_ex<=mux_regfile_data_w_id_ex;    
            regfile_data_a_id_ex<=regfile_data_a_id_ex;
            regfile_data_b_id_ex<=regfile_data_b_id_ex;
            memtoreg_id_ex <= memtoreg_id_ex;
            pc_4_id_ex <= pc_4_id_ex;
            jal_id_ex <= jal_id_ex;
            redirect_regA_ex_dm_id_ex <= redirect_regA_ex_dm_id_ex; 
            redirect_regA_dm_wb_id_ex <= redirect_regA_dm_wb_id_ex;
            redirect_regB_ex_dm_id_ex <= redirect_regB_ex_dm_id_ex;
            redirect_regB_dm_wb_id_ex <= redirect_regB_dm_wb_id_ex;
            pc_predict_id_ex <= pc_predict_id_ex;
            binary_predict_id_ex <= binary_predict_id_ex;
        end
    end
endmodule
[./run.sh]
#!/bin/bash
# OpenROAD 26Q1-2900-gdf79404cd8, Yosys 0.63+post, stock flow scripts
make -C /OpenROAD-flow-scripts/flow DESIGN_CONFIG=/design/flow/config.mk WORK_HOME=/design/flow/orfs finish
[./config.mk]
export PLATFORM = sky130hd
export DESIGN_NAME = Pipline_ID_EX
export DESIGN_NICKNAME = Pipline_ID_EX
export VERILOG_FILES = /design/flow/design.v
export SDC_FILE = /design/flow/constraint.sdc
export NUM_CORES = 4
export LEC_CHECK = 1
export CORE_AREA = 10 10 253 253
export DIE_AREA = 0 0 263 263
[./constraint.sdc]
current_design Pipline_ID_EX

set clk_period 1.0
set clk_io_pct 0.2

create_clock -name clk0 -period $clk_period [get_ports {clk}]

set non_clock_inputs [all_inputs -no_clocks]
set_input_delay [expr $clk_period * $clk_io_pct] -clock clk0 $non_clock_inputs
set_output_delay [expr $clk_period * $clk_io_pct] -clock clk0 [all_outputs]
==> notes.md <==
Status on the layout run. The run finished, with violations left. The final reports fail on setup timing. In the routed netlist, the antenna diode instances number 0. For the worst-skew pair, the clock arrives at the later sink with an insertion delay of 560 ps. Site row count landed at 89. Number of max-slew violations in the final report landed at 0.

Gate count after technology mapping landed at 816. In this run, synthesis produced a sequential element count of 253. The via count of the first global-routing pass came to 8946. Per the CTS log, the maximum H-tree level is 1. According to the timing report, the arrival time at the worst endpoint equals 1140 ps.

Post-route clock skew landed at 0 ps. Worst slew slack as a fraction of its limit landed at 79.3%. Once detail routing completed, the nets flagged for antenna violations numbered 0. CTS saw 253 sinks. The script parses the final routing iteration and logs DRC violations as 0. Area of the core landed at 0.0588 sq mm. On the reported timing paths, the clock transition at the registers reads 60 ps. Yosys cell count landed at 816.

The filler cells instantiated in the layout total 5965. The initial antenna violation count came to 1. The timing report shows that the slowest cell on the worst path is sky130_fd_sc_hd__dfrtp_2. The worst register-to-register path depth is 4. Area added between synthesis and finish landed at 66.6%. In the final layout, the share of cells above drive strength 1 is 31.1%. Setup repair after global routing could not meet its margin everywhere.

In this run the VDD rail shows a maximum IR drop of 1100 uV. Wire length reported by the detailed router landed at 36.5 mm. Number of buffer and inverter stages on the critical path landed at 1.

Per the log, the first TritonRoute iteration ended with a DRC count of 274. Count of buffers inserted at the top-level ports landed at 510. The die covers 0.0692 sq mm.

Measured on the finished design, the core utilization comes to 29.1%. Die outline height landed at 263 um. The worst setup path is of the flop to primary output kind. Overall routing resource usage landed at 10.3%. Counting only logic cells after layout, the most numerous master is sky130_fd_sc_hd__clkdlybuf4s50_1. Number of placed I/O pins landed at 511. Average routed wire per standard cell landed at 16.2 um. According to the hold report, the worst path is of the input port to asynchronous set/reset pin type. Per the gpl log, the routability congestion estimate is 0.836. Peak per-stage delay on the critical path landed at 450 ps. In the layout the commonest cells are sky130_fd_sc_hd__clkdlybuf4s50_1 (255), sky130_fd_sc_hd__mux2i_1 (253), sky130_fd_sc_hd__nor2_1 (253). Chip area from the yosys synthesis statistics landed at 0.0103 sq mm. Final design area excluding fillers landed at 0.0171 sq mm. Maximum clock rate landed at 744 MHz.

Proportion of synthesized area in mux cells landed at 24.7%. Mean area per synthesized cell landed at 12.6 sq um. Area share of xor/xnor cells in the synthesized design landed at 0%. Floorplan die width landed at 263 um.

Share of the clock period used by the worst path after layout landed at 134%. Number of cells on the critical path landed at 1. Simple-gate portion of the synthesized area landed at 9.31%.

Final worst hold slack landed at 17.8 ps. Number of buffers inserted during clock tree synthesis landed at 29. Netlist area before placement landed at 0.0103 sq mm. Pin count of the biggest net entering global routing landed at 40.

Clock period minus worst slack landed at 1340 ps. Placed standard-cell area landed at 0.0167 sq mm. Wire length of the first global-routing pass landed at 56.2 mm. The first detailed-routing pass took 4 iterations. The script computed a power per unit cell area of 1430 mW/mm^2. On the critical path the largest part of the delay comes from flip-flops. Post-synthesis share of cell area spent on full adders, half adders and majority gates landed at 0%.

Number of endpoints with negative hold slack in the final report landed at 0. Share of synthesized area occupied by flip-flops and latches landed at 61.7%. Number of maximum-capacitance constraint violations landed at 0. Floorplan core density landed at 17.5%.

TritonCTS built the clock tree. Once routing completed, OpenROAD measured the worst setup slack at -344 ps. CTS placed an instance of sky130_fd_sc_hd__clkbuf_16 at the clock tree root. The synthesis run identifies the leading combinational cell family as multiplexers. For this run the aggregate overflow at the end of global routing stands at 0. Number of warning messages in the yosys log landed at 1.

Number of setup violations in the final report landed at 253. The synthesized netlist contains 8 unique library cells. Count of tool warnings landed at 28. STA classifies the critical path endpoint as a primary output.

Listed in order, past its start point the critical path passes buf_6. Per the timing report, the biggest fanout along the worst path comes to 2. Summing the areas of all compound-gate instances in the mapped netlist gives 0% of the synthesized area. Setup TNS landed at -66450 ps. STA classifies the critical path startpoint as a flop. The routed layout has 8311 vias.

Required time reported for the critical path endpoint landed at 800 ps. Counting along the longest clock path gives a buffer depth of 3. Once detailed placement completed, the half-perimeter wirelength came to 28.3 mm. For the pin with the worst max-slew slack, the measured transition is 310 ps. Per the detail_route report, vias per standard cell equal 3.69. The power report puts the leakage power at 9.02 nW.
## registers in the layout (all words and copies together) (netlist names), 26 cells and up
name                  flops
ext_out_sign_id_ex       32
ext_out_zero_id_ex       32
pc_4_id_ex               32
pc_predict_id_ex         32
regfile_data_a_id_ex     32
regfile_data_b_id_ex     32
imm26_id_ex              26
## per-stage QoR
step                      setup WS (ps)  total power [mW]  instances
after floorplan                   -13.9              12.0        816
after global placement             -549              14.4       2117
after detailed placement           -566              14.4       2117
after CTS                          -401              24.8       2207
after global routing               -392              25.7       2253
final                              -344              24.5       2253
## cell type report
cell class,count,area (sq um),area share (%)
Clock buffer,45,876,5.12
Clock inverter,6,65.1,0.381
Multi-Input combinational cell,507,3490,20.4
Sequential cell,253,6330,37.1
Tap cell,773,967,5.66
Timing Repair Buffer,669,5360,31.4
## kinds of logic after synthesis
kind of cell | count (synthesis)
and+or+nand+nor | 254
DFF | 253
buffers and inverters | 56
muxes | 253
## per-layer routing
layer	up-vias	GRT usage [%]	wire [um]
li1	3982	-	-
met1	3890	14.1	15800
met2	402	15.3	15900
met3	37	4.43	4000
met4	0	1.82	759
met5	-	0	0
## where the power goes
part	switching, mW	internal (mW)
clock	4.25	6.23
combinational	1.25	2.02
sequential	0.179	10.6
## synth_stat cells
cell | n | area share (%)
sky130_fd_sc_hd__buf_6 | 20 | 2.2
sky130_fd_sc_hd__or2_1 | 1 | 0.061
sky130_fd_sc_hd__nor2_1 | 253 | 9.3
sky130_fd_sc_hd__buf_1 | 8 | 0.29
sky130_fd_sc_hd__buf_4 | 19 | 1.4
sky130_fd_sc_hd__buf_2 | 9 | 0.44
sky130_fd_sc_hd__dfrtp_1 | 253 | 62
sky130_fd_sc_hd__mux2i_1 | 253 | 25
## final timing paths
check                                                     startpoint                              endpoint  slack (ps)
max in group asynchronous                                      rst_n    regfile_req_w_id_ex[1]$_DFFE_PN0P_         200
worst max-delay path            regfile_data_b_id_ex[11]$_DFFE_PN0P_              regfile_data_b_id_ex[11]        -340
min in group clk0                                                 en    ext_out_sign_id_ex[16]$_DFFE_PN0P_         210
worst min register to register  regfile_data_b_id_ex[29]$_DFFE_PN0P_  regfile_data_b_id_ex[29]$_DFFE_PN0P_         510
worst min-delay path                                           rst_n           alu_op_id_ex[3]$_DFFE_PN0P_          20
worst max register to register       pc_predict_id_ex[1]$_DFFE_PN0P_       pc_predict_id_ex[1]$_DFFE_PN0P_          60
## what timing repair did
| item | 4_1_cts | 5_1_grt |
|---|---|---|
| endpoints found under the hold margin | 253 | 0 |
| buffers inserted | 36 | 47 |
| setup endpoints to repair | 253 | 262 |
| hold buffers | 3 | 0 |
| pin swaps | 0 | 1 |
| gates resized | 837 | 3 |
Power figures rest on the tool's default switching activity, not on a simulated workload.
